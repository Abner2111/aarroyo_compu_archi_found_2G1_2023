--- run.sh ---
#!/bin/bash
# OpenROAD 26Q1-2900-gdf79404cd8, Yosys 0.63+post, stock flow scripts
make -C /OpenROAD-flow-scripts/flow DESIGN_CONFIG=/design/flow/config.mk WORK_HOME=/design/flow/orfs finish
--- config.mk ---
export PLATFORM = sky130hd
export DESIGN_NAME = SPIlave
export DESIGN_NICKNAME = SPIlave
export VERILOG_FILES = /design/flow/design.v
export SDC_FILE = /design/flow/constraint.sdc
export NUM_CORES = 4
export LEC_CHECK = 1
export CORE_AREA = 10 10 81 81
export DIE_AREA = 0 0 91 91
--- constraint.sdc ---
current_design SPIlave

set clk_period 2.2
set clk_io_pct 0.2

create_clock -name clk0 -period $clk_period [get_ports {SLK}]

set non_clock_inputs [all_inputs -no_clocks]
set_input_delay [expr $clk_period * $clk_io_pct] -clock clk0 $non_clock_inputs
set_output_delay [expr $clk_period * $clk_io_pct] -clock clk0 [all_outputs]
--- design.v ---
module BCD_module(input A, B, C, D, output [6:0] display);
    assign display[0] = ~(~A & ~B & ~C & D | ~A & B & ~C & ~D | A & ~B & C & D | A & B & ~C & D); 
    assign display[1] = ~(B & C & ~D | A & C & D | A & B & ~D | ~A & B & ~C & D);
    assign display[2] = B | ~C | D | A & C; 
    assign display[3] = ~(~B & ~C & D | B & C & D | ~A & B & ~C & ~D | A & ~B & C & ~D); 
    assign display[4] = ~(~A & D | ~B & ~C & D | ~A & B & ~C); 
    assign display[5] = ~(~A & ~B & D | ~A & ~B & C | ~A & C & D | A & B & ~C & D); 
    assign display[6] = ~(~A & ~B & ~C | ~A & B & C & D | A & B & ~C & ~D); 
endmodule
module PWM_module (
	input [3:0] Porcentaje,
	input SLK,
   output reg pwm
);
reg [3:0] counter;  
reg [3:0] mappedInput;
initial begin
		counter <= 4'b0;
end
	always @ (posedge SLK) begin
		mappedInput <= Porcentaje;
		pwm <= mappedInput > counter;
		counter <= counter + 4'b0001;
   end 
endmodule 
module SPIlave(
    input SLK,
    input MOSI,
    input CS,
    output wire MISO,
    output reg [3:0] LED,
    output wire [6:0] display,
    output wire Velocidad
);
reg bit7;
reg bit6;
reg bit5;
reg bit4;
reg bit3;
reg bit2;
reg bit1;
reg bit0;
wire [19:0] din;
wire [19:0] clk;
assign din = ~clk;
divideClock div0(.clk(SLK), .d(din[0]), .q(clk[0]));
divideClock div1(.clk(clk[0]), .d(din[1]), .q(clk[1]));
divideClock div2(.clk(clk[1]), .d(din[2]), .q(clk[2]));
divideClock div3(.clk(clk[2]), .d(din[3]), .q(clk[3]));
divideClock div4(.clk(clk[3]), .d(din[4]), .q(clk[4]));
divideClock div5(.clk(clk[4]), .d(din[5]), .q(clk[5]));
divideClock div6(.clk(clk[5]), .d(din[6]), .q(clk[6]));
divideClock div7(.clk(clk[6]), .d(din[7]), .q(clk[7]));
divideClock div8(.clk(clk[7]), .d(din[8]), .q(clk[8]));
divideClock div9(.clk(clk[8]), .d(din[9]), .q(clk[9]));
divideClock div10(.clk(clk[9]), .d(din[10]), .q(clk[10]));
divideClock div11(.clk(clk[1]), .d(din[11]), .q(clk[11]));
divideClock div12(.clk(clk[11]), .d(din[12]), .q(clk[12]));
divideClock div13(.clk(clk[12]), .d(din[13]), .q(clk[13]));
divideClock div14(.clk(clk[13]), .d(din[14]), .q(clk[14]));
divideClock div15(.clk(clk[14]), .d(din[15]), .q(clk[15]));
divideClock div16(.clk(clk[15]), .d(din[16]), .q(clk[16]));
divideClock div17(.clk(clk[16]), .d(din[17]), .q(clk[17]));
divideClock div18(.clk(clk[17]), .d(din[18]), .q(clk[18]));
divideClock div19(.clk(clk[18]), .d(din[19]), .q(clk[19]));
PWM_module pwm1(.Porcentaje(LED), .SLK(clk[2]), .pwm(Velocidad));
BCD_module bdc1(.A(LED[3]), .B(LED[2]), .C(LED[1]), .D(LED[0]), .display(display));
WriteToMaster wtm(.SLK(SLK), .CS(CS), .bit7(bit7), .bit6(bit6), .bit5(bit5), .bit4(bit4), .bit3(bit3), .bit2(bit2), .bit1(bit1), .bit0(bit0), .MISO(MISO)); 
always @ (posedge SLK & !CS) begin
    bit7 <= bit6;
    bit6 <= bit5;
    bit5 <= bit4;
    bit4 <= bit3;
    bit3 <= bit2;
    bit2 <= bit1;
    bit1 <= bit0;
    bit0 <= MOSI;
    LED[0] <= bit0;
    LED[1] <= bit1;
    LED[2] <= bit2;
    LED[3] <= bit3;
end
endmodule
module WriteToMaster(
    input SLK,
    input CS,
	 input bit7,
	 input bit6,
	 input bit5,
	 input bit4,
	 input bit3,
	 input bit2,
	 input bit1,
	 input bit0,
    output reg MISO
);
wire [7:0] bits;
assign bits[7] = bit0;
assign bits[6] = bit1;
assign bits[5] = bit2;
assign bits[4] = bit3;
assign bits[3] = bit4;
assign bits[2] = bit5;
assign bits[1] = bit6;
assign bits[0] = bit7;
reg [2:0] counter;
always @ (posedge SLK & CS) begin
		MISO <= bits[counter];
		counter<=counter+3'b001;
end 
endmodule
module divideClock(
    input clk,
    input d,
    output reg q
    );
	 always @(posedge(clk))
	 begin
	 q <= d;
	 end
endmodule
==> results.cfg <==
; implementation run metrics
[run_status]
status = complete, but fails checks
failed_checks = setup timing

[final_timing]
fin_ws_ps = -190
untimed_endpoints = 12
unclocked_pins = 11
hold_viol_final = 0
fmax_mhz = 418
tightest_slew_ps = 253
grt_setup_unrepaired = yes
report.final.slew_viol_count = 0
post-route-period-util_pct = 109
period_needed_ps = 2390
max_slew_margin_pct = 83.1
setup_viol = 7
finalSetupTns_ps = -698
holdWs_ps = 95.0
fin_skew_ps = 118

[pwr]
p_comb_share_pct = 9.7
ir_worst_vdd_uv = 804
switching_share_pct = 19.9
power.switching_mw = 0.171
pwr-share-clk_pct = 72.2
powerDensity_nw_per_um2 = 579
p_seq_share_pct = 18.1
internal_power_mw = 0.687
total_power_mw = 0.858
power.leakage_nw = 0.645

[global_route]
gr-total-overflow = 0
grt_use_total_pct = 4.59
antenna_found_initial = 0
grt_max_degree = 16
grt_pass1_wl_mm = 3.11
grt_pass1_vias = 694

[setup_path]
r2r_slack_ps = 500
r2r_cells = 5
path_class = reg2out
cp_data_arrival_time_ps = 1950
cp_max_fo = 6
end_kind = primary output
timing.rr.start = LED[3]$_DFF_P_
worstPathRequired_ps = 1760
critPathLaunchType = register
r2r_end = wtm.MISO$_DFF_P_

[synthesis]
synth_cell_type_count = 31
yosysSeqAreaShare_pct = 51.4
area_leaders = dfxtp_1 51%, ha_1 8.0%, inv_1 4.8%
yosys.area_share.aoi_pct = 10.8
syn-cell-area_um2 = 935
syn_area_per_cell_um2 = 10.7
netlist_instances = 87
ys.flops = 24
ys_cells = 87
ys_sh_xor_pct = 3.75
synth-simple-area-share_pct = 8.30
muxShareOfSynthArea_pct = 7.50
yosysTopAreaCell = dfxtp_1
ys_top_logic_family = AND-OR/OR-AND gates
synth_adder_area_share_pct = 8.03
synth.top_cell.area_share_pct = 51.4
yosys_warnings = 4
synth_chip_area_um2 = 935

[placement]
place_ws_ps = 235
hpwl_mm = 1.22
gp_congestion = 0.753
port_buffers = 15

[run]
cap_violations = 0
warning_count = 27

[die]
core_um2 = 4820
die_x_um = 91
chipHeight_um = 91
io_pins = 16
floorplan.rows = 25
die_area_um2 = 8280
initial_core_util_pct = 19.4

[routing]
route.met2.wl_um = 879
wl_met1_um = 929
wl_met3_um = 147
drtIter0Drc = 15
drc_errors = 0
dr.max_layer_used = met4
detail_route.first_pass.iterations = 4
ant_nets = 0
post_drt_wl_per_cell_um = 10.3
routed_wl_mm = 1.97
via_count = 720
vias_per_cell = 3.75
diodes = 0

[clock_network]
clk_pin_slew_ps = 40
clock_latency_ps = 690
cts_tree = done

[min_path]
hp-class = in2gate
hp-start = CS
holdPathStages = 2

[finish]
num-fill-cells = 498
drive_above_1_share_pct = 32.8
area_growth_pct = 58.5
## critical path, stage by stage, from the launching register on
cell and delay [ps]:
dfxtp_4 360, nor3b_2 160, a21oi_1 130, o32a_1 160, clkdlybuf4s50_1 460
## Yosys cell counts
| cell | n |
|---|---|
| o22a_1 | 1 |
| mux4_1 | 1 |
| xor2_1 | 2 |
| and2_1 | 1 |
| o21ai_1 | 3 |
| o32a_1 | 1 |
| nor3b_1 | 1 |
| nor2b_1 | 2 |
| nand3_1 | 1 |
| buf_4 | 4 |
| o211ai_1 | 2 |
| inv_1 | 12 |
| nor3_1 | 1 |
| or2_1 | 1 |
| mux4_2 | 1 |
| and4_1 | 1 |
| nand2b_1 | 2 |
| nand2_1 | 1 |
| a22oi_1 | 1 |
| or3_1 | 1 |
| mux2i_1 | 1 |
| nor2_1 | 1 |
| buf_2 | 1 |
| o21ai_0 | 4 |
| dfxtp_1 | 24 |
| clkbuf_1 | 1 |
| mux2_2 | 1 |
| a21oi_1 | 5 |
| ha_1 | 6 |
| xnor2_1 | 2 |
| buf_6 | 1 |
## how the worst max path moves through the flow
stage         startpoint    endpoint  slack [ps]  cells after the start
4_1_cts   LED[0]$_DFF_P_  display[0]        -190                      4
5_1_grt   LED[2]$_DFF_P_  display[0]        -310                      4
6_report  LED[0]$_DFF_P_  display[0]        -190                      4
## registers in the layout, indices dropped and copies added, names as in the netlist, 3 cells and up
signal,count
LED,4
pwm1.counter,4
pwm1.mappedInput,4
wtm.counter,3
## logic make-up after synthesis
family / Yosys count
mux: 4
xor+xnor: 4
compound gates: 17
buf+inv: 19
flops: 24
fa+ha+maj: 6
simple gates: 13
## stage by stage
stage / utilization [%] / area (um2) / std cells
after floorplan: - / 935 / 87
after global placement: 23.2 / 1120 / 162
after detailed placement: 23.2 / 1120 / 162
after CTS: 29.4 / 1420 / 185
after global routing: 30.8 / 1480 / 192
final: 30.8 / 1480 / 192
## metal layers
layer	vias to the layer above	track usage, %
li1	368	-
met1	328	5.55
met2	22	6.15
met3	2	3.49
met4	0	1.44
met5	-	0
## timing repair
action	CTS	global route
setup buffers	6	7
hold buffers	1	0
hold endpoints to repair	2	0
cloned	0	0
gates resized	19	13
setup endpoints to repair	11	9
pin swaps	6	8
## power by group through the flow
stage / clock (mW) / sequential (mW) / combinational [mW]
5_1_grt: 0.659 / 0.157 / 0.0916
4_1_cts: 0.636 / 0.157 / 0.0703
6_report: 0.619 / 0.156 / 0.0833
## layout by cell type (no fill, tap or decap), drive strengths merged
cell	Yosys	final
dfxtp	24	24
clkbuf	1	17
buf	6	13
inv	12	12
clkdlybuf4s50	0	9
o21ai	7	7
ha	6	6
a21oi	5	5
nor2b	2	2
o211ai	2	2
xnor2	2	2
nand2b	2	2
xor2	2	2
dlygate4sd2	0	2
dlymetal6s2s	0	2
mux4	2	2
and4	1	1
nand2	1	1
nor3b	1	1
o32a	1	1
a22oi	1	1
or2	1	1
o22a	1	1
nor2	1	1
mux2i	1	1
nor3	1	1
or3	1	1
mux2	1	1
and2	1	1
nand3	1	1
dlygate4sd3	0	1
clkdlybuf4s15	0	1
## cell type report
cell class              count  area (um2)  share of cell area [%]
repair buffers             29         259                    17.5
well taps                  67        83.8                    5.66
clock buffers              16         210                    14.2
inverters                  12        45.0                    3.04
flip-flops and latches     24         495                    33.4
multi-input cells          44         388                    26.2
Power and IR drop assume default switching activity.
